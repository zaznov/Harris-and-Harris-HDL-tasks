<file path="./run.sh">
#!/bin/bash
# OpenROAD 26Q1-2900-gdf79404cd8, Yosys 0.63+post, stock flow scripts
make -C /OpenROAD-flow-scripts/flow DESIGN_CONFIG=/design/flow/config.mk WORK_HOME=/design/flow/orfs finish
</file>
<file path="./config.mk">
export PLATFORM = sky130hd
export DESIGN_NAME = D_reg
export DESIGN_NICKNAME = D_reg
export VERILOG_FILES = /design/flow/design.v
export SDC_FILE = /design/flow/constraint.sdc
export NUM_CORES = 4
export LEC_CHECK = 1
export CORE_AREA = 10 10 106 106
export DIE_AREA = 0 0 116 116
</file>
<file path="./constraint.sdc">
current_design D_reg

set clk_period 1.0
set clk_io_pct 0.2

create_clock -name clk0 -period $clk_period [get_ports {clk}]

set non_clock_inputs [all_inputs -no_clocks]
set_input_delay [expr $clk_period * $clk_io_pct] -clock clk0 $non_clock_inputs
set_output_delay [expr $clk_period * $clk_io_pct] -clock clk0 [all_outputs]
</file>
<file path="./design.v">
module D_reg (	input logic [31:0]data,
				output logic [31:0] y,
				input logic clk,
				input logic reset);
	always @ (posedge reset or posedge clk)
		begin
			if (reset)
			begin
				y <= 0;
			end
			else
			begin
				y <= data;
			end
		end
endmodule 
</file>
==> impl_metrics.toml <==
# generated from flow reports
[grt]
grt_max_degree = 26
grt_pass1_vias = 654
grt_overflow = 0
antenna_found_initial = 0
grt_use_total_pct = 3.89
grt_pass1_wl_um = 4000

[detailed_routing]
drtPass1Iterations = 2
routed_via_density = 2.55
wl_per_cell_um = 12.7
drt-initial-drc-count = 10
drc_errors = 0
vias = 550
num_antenna_cells = 0
wl_um = 2750
drtAntennaViolNets = 0

[worst_setup_path]
cp_cell_sequence = "buf_2"
crit_fanout = 1
cp_num_buf_inv = 1
cp_num_cells = 1
critPathLaunchType = "flip-flop"
critical_path_class = "flip-flop to output pin"
end_kind = "output pin"
path_delay_family = "flip-flops"
max_stage_delay_ps = 380
crit_required_ps = 800
cp_slowest_cell = "dfrtp_1"
critPathArrivalTime_ps = 770

[logic_synthesis]
ys_seq_share_pct = 99.5
avgSynthCellArea_um2 = 24.4
top_cells_by_count = "32 x dfrtp_1, 1 x inv_1"
ys_ff = 32
async_flop_share_pct = 100
synth-edff-count = 0
synth.most_common_cell = "dfrtp_1"
top_area_share_pct = 99.5
top_area_cell = "dfrtp_1"
yosysWarnings = 1
ys_types = 2
flop_cell = "dfrtp_1"
logic_family = "buffers and inverters"
area_leaders = "dfrtp_1 100%, inv_1 0.47%"
compound_area_share_pct = 0
synthAdderAreaFrac_pct = 0
netlist_instances = 33
ys_sh_simple_pct = 0
syn_area_um2 = 805
ys_sh_xor_pct = 0
ys_cells = 33
muxShareOfSynthArea_pct = 0
ys_area_um2 = 805

[place]
place.gp.congestion = 0.665
io_buffers = 65
preCtsSetupSlack_ps = -19.2

[pwr]
p_leak_nw = 0.693
p_sw_uw = 494
p_seq_share_pct = 53.3
switching_share_pct = 19.2
power_density_nw_per_um2 = 1670
irDropWorstVdd_uv = 572
intPower_mw = 2.08
p_clk_share_pct = 38.0
power_frac_comb_pct = 8.7

[clock_network]
cts_tree = "built"
path_clk_slew_ps = 70
cts.htree.levels = 2
cts_hold_buffers = 0
cts_made_buffers = 5
clkSinkCount = 32
cts_max_path_buffers = 2
cts_setup_buffers = 0
cts-root-buf = "clkbuf_8"

[run]
warnings = 26
drv_cap = 0

[final_layout]
largest_reg_flops = 32
top_register = "y"
syn_to_final_growth_pct = 92.4
nMultiInputCombCells = 0
logic_area_um2 = 0
drive_above_1_share_pct = 37.0
top_regs = "y x32"
final_core_util_pct = 17.5

[die]
initCoreUtil_pct = 9.09
chipArea_um2 = 13500
row_count = 34
fp.dieW_um = 116
dieHeight_um = 116
core_um2 = 8850
pin_count = 66

[run_status]
outcome = "complete, no violations"

[sta]
tightest_slew_ps = 142
holdWs_ps = 291
hold_violations = 0
rsz0062_at_grt = "true"
fin_ws_ps = 32.9
period_needed_ps = 967
finalMaxSlewViolations = 0
post-route-period-util_pct = 96.7
finalSetupViolCount = 0
slew_headroom_pct = 90.5
fmax_ghz = 1.03

[hold_path]
min_path_type = "input pin to asynchronous set/reset pin"
## power groups by stage
stage | sequential (mW) | clock [mW] | combinational [mW]
6_report | 1.37 | 0.980 | 0.225
5_1_grt | 1.38 | 1.10 | 0.249
4_1_cts | 1.37 | 1.04 | 0.235
## metal layers
layer | GRT usage, % | wire (µm) | vias up | part of all wire [%]
met1 | 4.69 | 1130 | 251 | 41
met2 | 5.50 | 1110 | 53 | 40
met4 | 0.334 | 0 | 0 | 0
li1 | - | - | 246 | -
met5 | 0 | 0 | - | 0
met3 | 3.19 | 516 | 0 | 19
## cells in the final DEF (no fill, tap or decap), drive strengths merged
| cell | count |
|---|---|
| buf | 34 |
| clkbuf | 8 |
| clkdlybuf4s50 | 33 |
| dfrtp | 32 |
| inv | 1 |
## metrics by stage
stage	TNS, ps	std cells	total power [mW]	instance area [µm²]
after global placement	-53.1	208	1.70	1620
after floorplan	0	33	1.40	805
after detailed placement	-34.0	208	1.70	1620
after global routing	-6.55	216	2.73	1550
final	0	216	2.58	1550
after CTS	0	216	2.65	1550
## logic make-up after synthesis
group                  after synthesis
DFF                                 32
buffers and inverters                1
## worst max-delay path by stage
stage / slack [ps] / end / start
4_1_cts: 10 / y[13] / y[13]$_DFF_PP0_
5_1_grt: -3 / y[13] / y[13]$_DFF_PP0_
6_report: 30 / y[17] / y[17]$_DFF_PP0_
## final cells by class
cell class	count	area (µm²)
timing repair buffer	67	518
inverter	1	3.75
fill	987	7300
clock buffer	8	90.1
sequential	32	801
tap	108	135
## what timing repair did
item,4_1_cts,5_1_grt
setup endpoints to repair,32,2
resized,101,0
endpoints found under the hold margin,0,0
Power and IR drop assume default switching activity.
