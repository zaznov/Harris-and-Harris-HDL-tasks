==> design/flow/design.v <==
module mux_128_8(	
input logic [3:0]mux_sel,
input logic [7:0]data_0,
input logic [7:0]data_1,
input logic [7:0]data_2,
input logic [7:0]data_3,
input logic [7:0]data_4,
input logic [7:0]data_5,
input logic [7:0]data_6,
input logic [7:0]data_7,
input logic [7:0]data_8,
input logic [7:0]data_9,
input logic [7:0]data_10,
input logic [7:0]data_11,
input logic [7:0]data_12,
input logic [7:0]data_13,
input logic [7:0]data_14,
input logic [7:0]data_15,
output logic [7:0]data_out
);
always_comb
	case(mux_sel)
	0: data_out = data_0;
	1: data_out = data_1;
	2: data_out = data_2;
	3: data_out = data_3;
	4: data_out = data_4;
	5: data_out = data_5;
	6: data_out = data_6;
	7: data_out = data_7;
	8: data_out = data_8;
	9: data_out = data_9;
	10: data_out = data_10;
	11: data_out = data_11;
	12: data_out = data_12;
	13: data_out = data_13;
	14: data_out = data_14;
	15: data_out = data_15;
	default data_out = 8'bxxxx_xxxx;
	endcase
endmodule 
==> design/flow/run.sh <==
#!/bin/bash
# OpenROAD 26Q1-2900-gdf79404cd8, Yosys 0.63+post, stock flow scripts
make -C /OpenROAD-flow-scripts/flow DESIGN_CONFIG=/design/flow/config.mk WORK_HOME=/design/flow/orfs finish
==> design/flow/config.mk <==
export PLATFORM = sky130hd
export DESIGN_NAME = mux_128_8
export DESIGN_NICKNAME = mux_128_8
export VERILOG_FILES = /design/flow/design.v
export SDC_FILE = /design/flow/constraint.sdc
export NUM_CORES = 4
export LEC_CHECK = 1
export CORE_AREA = 10 10 98 98
export DIE_AREA = 0 0 108 108
==> design/flow/constraint.sdc <==
current_design mux_128_8

set clk_period 3.1
set clk_io_pct 0.2

create_clock -name clk0 -period $clk_period

set non_clock_inputs [all_inputs -no_clocks]
set_input_delay [expr $clk_period * $clk_io_pct] -clock clk0 $non_clock_inputs
set_output_delay [expr $clk_period * $clk_io_pct] -clock clk0 [all_outputs]
==> impl_metrics.ini <==
; synthesis and place-and-route metrics
[status]
status = finished, final reports clean

[detailed_routing]
drc = 0
diodes = 0
drt_iter0_drc = 83
vias = 2170
wire_per_inst_um = 17.88
drt-total-wl_um = 8062
firstDrtPassIters = 4
viasPerCell = 4.812
ant_nets = 0

[pwr]
combPwrFrac_pct = 100.0
p_leak_nw = 1.197
power_frac_seq_pct = 0
sw_frac_of_total_pct = 32.71
p_int_uw = 263.9
clkPwrFrac_pct = 0
ir_worst_vdd_v = 0.00004907
powerDensity_mw_per_mm2 = 126.4
power_switching_uw = 128.3

[final_timing]
post-route-min-period_ns = 3.019
hold_viol_final = 0
worstMarginPinSlew_ns = 0.5896
finalMaxSlewViolations = 0
rsz0062_at_grt = false
fin_setup_tns_ns = 0
max_slew_margin_pct = 60.16
worst_slack_ns = 0.08065
finalCritPeriodShare_pct = 97.40
setup_viol = 0
fmax_ghz = 0.3312

[global_routing]
grt_max_degree = 39
grt_overflow_total = 0
grt_pass1_vias = 2255
grt_pass1_wl_um = 12010
antenna_found_initial = 0
grt_use_total_pct = 12.81

[synthesis]
ys_cells = 196
yosys.area_share.simple_pct = 37.04
yosysUniqueCellTypes = 50
mux_share_pct = 13.10
adder_share_pct = 0
topCombFamilyByArea = AND-OR/OR-AND gates
synth_area_per_cell_sq_um = 6.773
synth_warnings = 1
postSynthSeqShare_pct = 0
yosys_area_sq_mm = 0.001328
xor_share_pct = 0
syn_inst = 196
synth-compound-area-share_pct = 38.45
synth_area_sq_mm = 0.001328

[placed_design]
globalplace.congestion = 0.8818
placed_cells = 448
port_buffers = 140
place_ws_ns = -0.3500
dp_hpwl_um = 6825

[floorplan]
fp-utilization_pct = 17.36
num_io_pins = 140
dieHeight_um = 108
die_area_sq_mm = 0.01166
core_sq_mm = 0.007647
die_w_um = 108
row_count = 32

[setup_path]
cp.required_ns = 2.48
start_kind = input port
arrival_ns = 2.40
cp_max_fo = 1
startpoint = data_15[3]
path_class = in -> out
cp-end-kind = primary output

[layout]
register_area_sq_um = 0
seq_cell_count = 0
syn_to_final_growth_pct = 133.8
fillerInstances = 771
clkbuf_count = 0
final_cells = 451
drive_gt1_share_pct = 16.62

[worst_hold_path]
hp-class = in -> out
holdCritStartpoint = mux_sel[3]

[job]
warnings = 32
maxCapViolCount = 0
worst paths after layout:
| kind | to | slack, ns | depth (start not counted) |
|---|---|---|---|
| max | data_out[3] | 0.08 | 6 |
| min | data_out[5] | 1.87 | 5 |
layout make-up:
| class | count | area, sq um | share of cell area [%] |
|---|---|---|---|
| Inverter | 11 | 43.79 | 1.411 |
| Timing Repair Buffer | 173 | 1698 | 54.70 |
| Multi-Input combinational cell | 165 | 1235 | 39.78 |
| Tap cell | 102 | 127.6 | 4.111 |
layout by cell type (no fill, tap or decap), drive strengths merged, types with 6 or more instances in the layout:
cell           instances
nor2b                  6
a31oi                  7
a221oi                10
nand3b                19
inv                   11
nand2                  9
mux2i                 14
clkdlybuf4s50        129
a21oi                 17
nor3                   6
buf                   35
Yosys cell counts, drive strengths merged, types with 2 or more instances:
| master | n | area, sq um |
|---|---|---|
| nor3b | 4 | 30.03 |
| nand3 | 5 | 25.02 |
| o2bb2ai | 5 | 43.79 |
| nor3 | 6 | 30.03 |
| o32a | 5 | 50.05 |
| o22ai | 5 | 31.28 |
| nor2b | 6 | 37.54 |
| a21oi | 17 | 85.08 |
| nand4b | 2 | 17.52 |
| a22oi | 3 | 22.52 |
| or3 | 2 | 12.51 |
| o21ai | 4 | 20.01 |
| and3 | 3 | 18.77 |
| mux2i | 14 | 140.1 |
| a32o | 2 | 20.02 |
| nand3b | 19 | 142.6 |
| or3b | 2 | 17.52 |
| nor2 | 5 | 18.77 |
| nand2 | 9 | 33.78 |
| mux2 | 3 | 33.78 |
| or4 | 4 | 30.03 |
| a221oi | 10 | 87.58 |
| a31o | 2 | 17.52 |
| inv | 11 | 41.29 |
| clkbuf | 6 | 22.52 |
| a22o | 2 | 17.52 |
| nand2b | 4 | 25.02 |
| a31oi | 7 | 43.79 |
| buf | 14 | 87.58 |
kinds of logic (layout without fill, tap and decap cells):
group | count (synthesis) | count (layout)
AND-OR/OR-AND | 70 | 70
AND/OR/NAND/NOR | 78 | 78
buffers and inverters | 31 | 184
multiplexers | 17 | 17
metal layers:
metal | track usage [%] | share of wire, % | up-vias
met1 | 16.62 | 42 | 986
met4 | 1.336 | 0.69 | 0
met5 | 0 | 0 | -
met2 | 21.90 | 49 | 86
li1 | - | - | 1094
met3 | 2.771 | 7.9 | 4
power by group through the flow:
stage                 clock network (mW)  logic (mW)  registers [mW]
final                                  0       0.392               0
after CTS                              0       0.392               0
after global routing                   0       0.425               0
stage by stage:
step / util [%] / area [sq um] / power [mW] / hold WS [ns]
2_1_floorplan: - / 1328 / 0.1294 / 1.318
3_3_place_gp: 38.89 / 2974 / 0.3827 / 2.146
3_5_place_dp: 38.89 / 2974 / 0.3820 / 2.153
4_1_cts: 39.99 / 3058 / 0.3921 / 2.035
5_1_grt: 40.59 / 3104 / 0.4250 / 1.939
6_report: 40.59 / 3104 / 0.3923 / 1.870
repair_timing:
action,4_1_cts,5_1_grt
resized,30,15
endpoints found under the hold margin,0,0
hold buffers,0,0
gates cloned,2,0
setup buffers,1,0
endpoints found under the setup margin,8,3
pin swaps,11,2
worst max-delay path: stages:
cell	delay, ns
clkdlybuf4s50_1	0.39
mux2i_1	0.15
o22ai_1	0.11
or4_4	0.54
o32a_1	0.35
dlygate4sd2_1	0.24
Power figures rest on the tool's default switching activity, not on a simulated workload.
